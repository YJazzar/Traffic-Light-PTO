### flow/config.mk
export PLATFORM = sky130hd
export DESIGN_NAME = Breadboard
export DESIGN_NICKNAME = Breadboard
export VERILOG_FILES = /design/flow/design.v
export SDC_FILE = /design/flow/constraint.sdc
export NUM_CORES = 4
export LEC_CHECK = 1
export CORE_UTILIZATION = 50
### flow/constraint.sdc
current_design Breadboard

set clk_period 3.4
set clk_io_pct 0.2

create_clock -name clk0 -period $clk_period [get_ports {clk}]

set non_clock_inputs [all_inputs -no_clocks]
set_input_delay [expr $clk_period * $clk_io_pct] -clock clk0 $non_clock_inputs
set_output_delay [expr $clk_period * $clk_io_pct] -clock clk0 [all_outputs]
### flow/design.v
module Adder_8 (A, B, Result);
    input [7:0] A, B;
    output [8:0] Result;
    assign Result = A + B;
endmodule
module Breadboard (clk, rst, hoursIn, pedSignal, emgSignal, emgLane, lanes, walkingLightOutput, trafficLightOutput);
    input clk, rst;  
	input [4:0] hoursIn;
    input pedSignal, emgSignal;
    input [7:0] emgLane;
    input [7:0][7:0] lanes;
	output [7:0] walkingLightOutput;
    output [7:0] trafficLightOutput;
    wire isZero;
    wire [1:0] trafficMode;
    wire [3:0] trafficModeOneHot;
    wire [7:0] emergencyLightOutput;
    wire [7:0] pedestrianLightOutput;
    wire [7:0] nightTimeLightOutput;
    wire [7:0] dayTimeLightOutput;
    wire [6:0] currentCount;
	wire dayNightSignal;
	TimeOfDayInHoursToBoolean_CL ConverterCL (hoursIn, dayNightSignal);
	wire [6:0] loadIn;
    wire [6:0] emgLoadTime, pedLoadTime, nightLoadTime, dayLoadTime;
	Mux4 #(7) chooseLoadTimeForTimerModule(emgLoadTime, pedLoadTime, nightLoadTime, dayLoadTime, trafficModeOneHot, loadIn);
    Mux4 #(8) chooseTrafficLightOuput (emergencyLightOutput, pedestrianLightOutput, nightTimeLightOutput, dayTimeLightOutput, trafficModeOneHot, trafficLightOutput);
    SaturationTimer TimerModule (clk, 1'b1, emgSignal, loadIn, currentCount, isZero);
    Pedestrian PedestrianModule (pedSignal, walkingLightOutput, pedestrianLightOutput, pedLoadTime);
    Emergency  EmergencyModule  (emgLane, emergencyLightOutput, emgLoadTime);
    DayTime    DayTimeModule    (isZero, lanes, dayTimeLightOutput, dayLoadTime);
    NightTime  NightTimeModule  (isZero, nightTimeLightOutput, nightLoadTime);
    TrafficMode TM (clk, rst, dayNightSignal, pedSignal, emgSignal, trafficMode);
    Decoder TrafficModeDecoder (trafficMode, trafficModeOneHot);
endmodule
module DFF (clk,in,out);
  parameter REGISTER_WIDTH = 1;
  parameter initialValue = 0;
  input  clk;
  input  [REGISTER_WIDTH-1:0]  in;
  output [REGISTER_WIDTH-1:0] out;
  reg    [REGISTER_WIDTH-1:0] out;
  initial out = {REGISTER_WIDTH{initialValue}};
  always @(posedge clk) 
    out = in;
endmodule
module DayTime (clk, lane, dayTimeLightOutput, loadTimer);
    input [7:0][7:0] lane;
    input clk;
    output [7:0] dayTimeLightOutput;
    output [6:0] loadTimer;
	assign loadTimer = 2;  
    wire [1:0] largestLaneIndex;
    wire [3:0] decOut;
    wire [3:0] currMax;
    wire [7:0][7:0] newLane;
	wire [1:0][8:0] largestTwoLanes;  
    assign newLane[0] = {8{~dayTimeLightOutput[0]}} & lane[0];
    assign newLane[1] = {8{~dayTimeLightOutput[1]}} & lane[1];
    assign newLane[2] = {8{~dayTimeLightOutput[2]}} & lane[2];
    assign newLane[3] = {8{~dayTimeLightOutput[3]}} & lane[3];
    assign newLane[4] = {8{~dayTimeLightOutput[4]}} & lane[4];
    assign newLane[5] = {8{~dayTimeLightOutput[5]}} & lane[5];
    assign newLane[6] = {8{~dayTimeLightOutput[6]}} & lane[6];
    assign newLane[7] = {8{~dayTimeLightOutput[7]}} & lane[7];
    wire [3:0][8:0] laneSum;
    AddLanes adders (newLane, laneSum);
    GetLargestLane largest (laneSum, largestLaneIndex);
    Decoder dec (largestLaneIndex, decOut);
	DFF decoderOut[3:0] (clk, decOut, currMax);
    DecoderToLights decToLights (currMax, dayTimeLightOutput);
endmodule
module GetLargestLane (laneSum, out);
    input  [3:0][8:0] laneSum;
    output [1:0] out;
    wire [2:0] mgResult;
    wire [1:0][8:0] intermediateMax;
    MagnitudeComparator mg1 (laneSum[0], laneSum[1], mgResult[0]);   
    MagnitudeComparator mg2 (laneSum[2], laneSum[3], mgResult[1]);   
    Mux2 #(9) mux1 (laneSum[1], laneSum[0], {~mgResult[0], mgResult[0]}, intermediateMax[0]);
    Mux2 #(9) mux2 (laneSum[3], laneSum[2], {~mgResult[1], mgResult[1]}, intermediateMax[1]);
    MagnitudeComparator mg3 (intermediateMax[0], intermediateMax[1], mgResult[2]);
    wire [2:0] temp;
    assign temp[0] = ~mgResult[1] & ~mgResult[2];
    assign temp[1] = ~mgResult[0] & mgResult[2];
    assign temp[2] = temp[0] | temp[1];
    assign out = {~mgResult[2], temp[2]};
endmodule  
module AddLanes (newLane, laneSum);
    input  [7:0][7:0] newLane;
    output [3:0][8:0] laneSum;
    Adder_8 one   (newLane[0], newLane[1], laneSum[0]);    
    Adder_8 two   (newLane[2], newLane[3], laneSum[1]);    
    Adder_8 three (newLane[4], newLane[5], laneSum[2]);    
    Adder_8 four  (newLane[6], newLane[7], laneSum[3]);    
endmodule
module Decoder(largest, out);
	input [1:0] largest;
	output [3:0] out;
	assign out[0] = ~largest[1] & ~largest[0];
    assign out[1] = ~largest[1] &  largest[0];
    assign out[2] =  largest[1] & ~largest[0];
    assign out[3] =  largest[1] &  largest[0];
endmodule
module DecoderToLights (inFromDecoder, outToLights);
    input  [3:0] inFromDecoder;
    output [7:0] outToLights;
    assign outToLights = {inFromDecoder[3], inFromDecoder[3], 
                        inFromDecoder[2], inFromDecoder[2], 
                        inFromDecoder[1], inFromDecoder[1], 
                        inFromDecoder[0], inFromDecoder[0]};
endmodule
module Emergency(emergencyLane, emergencyLightOutput, loadTime);
    input [0:7] emergencyLane;
    output [0:7] emergencyLightOutput;
    output [6:0] loadTime;
    assign emergencyLightOutput = {{emergencyLane[0] | emergencyLane[1]}, {emergencyLane[0] | emergencyLane[1]},
                         {emergencyLane[2] | emergencyLane[3]}, {emergencyLane[2] | emergencyLane[3]},
                         {emergencyLane[4] | emergencyLane[5]}, {emergencyLane[4] | emergencyLane[5]},
                         {emergencyLane[6] | emergencyLane[7]}, {emergencyLane[6] | emergencyLane[7]}};
    assign loadTime = 3;
endmodule
module EqualTo (A, B, result);
    parameter n = 8;
    input [n-1:0] A, B;
    output result;
    assign result = (A == B);
endmodule
module MagnitudeComparator (A, B, Result);
    input [8:0] A, B;
    output Result;
    assign Result = A > B;
endmodule
module Mux2 #(parameter BUS_WIDTH = 1) (a1, a0, selector, out);
	input [BUS_WIDTH-1:0] a1, a0;   
	input [1:0] selector;  
	output[BUS_WIDTH-1:0] out;
	assign out = ({BUS_WIDTH{selector[1]}} & a1) |
                 ({BUS_WIDTH{selector[0]}} & a0) ;
endmodule
module Mux4 #(parameter BUS_WIDTH = 1) (a3, a2, a1, a0, selector, out);
	input [BUS_WIDTH-1:0] a3, a2, a1, a0;   
	input [3:0] selector;  
	output[BUS_WIDTH-1:0] out;
	assign out = ({BUS_WIDTH{selector[3]}} & a3) | 
                 ({BUS_WIDTH{selector[2]}} & a2) | 
                 ({BUS_WIDTH{selector[1]}} & a1) |
                 ({BUS_WIDTH{selector[0]}} & a0) ;
endmodule
module NightTime(clk, nightTimeLightOutput, loadTime);
	input clk;
	output [7:0] nightTimeLightOutput;
	output [6:0] loadTime;
	wire [7:0] nextLights;
	wire [7:0] outDFF; 
	wire [7:0] nextLaneOutput; 
	assign nextLights = ~outDFF;
	DFF  #(8, 8'b11001100) arrDFF (clk, nextLights, outDFF);
	assign nextLaneOutput = ~outDFF;
assign nightTimeLightOutput = outDFF;
	assign loadTime = 1;
endmodule
module Pedestrian(pedSignal, walkingLightOutput, nightTimeLightOutput, loadTime);
    input pedSignal;
    output [0:7] nightTimeLightOutput;
    output [0:7] walkingLightOutput;
    output [6:0] loadTime;
    assign nightTimeLightOutput = 8'b00000000;
    Mux2 #(8) PedestrianLightMux ({8'b11111111}, {8'b00000000}, {pedSignal, ~pedSignal}, walkingLightOutput);
    assign loadTime = 6;
endmodule
module Counter (down, prevCount, nextCount);
    parameter BIT_WIDTH = 6;
    input down;
    input   [BIT_WIDTH-1:0] prevCount;
    output  [BIT_WIDTH-1:0] nextCount;
    wire stop;    
    assign stop = (prevCount == 0);                                          
    assign nextCount =({BIT_WIDTH{down & ~stop}} & (prevCount - 1'b1))      
                    | ({BIT_WIDTH{~down & ~stop}} & (prevCount))             
                    | ({BIT_WIDTH{stop}} & prevCount);                       
endmodule
module CombinationalLogic (down, emgLoad, isZero, out);
    parameter BIT_WIDTH = 4;
    input down, emgLoad, isZero;
    output [3:0] out;
    assign out[3] = 0;                   
    assign out[2] = ~down | emgLoad;     
    assign out[1] = down;                
    assign out[0] = isZero;              
endmodule
module SaturationTimer (clk, down, emgLoad, loadIn, currCount, isZero);
    parameter BIT_WIDTH = 7;
    reg [BIT_WIDTH-1:0] ZERO = 0;
    input clk;
    input down, emgLoad;
    input   [BIT_WIDTH-1:0] loadIn;
    output [BIT_WIDTH-1:0] currCount;
    output isZero;
    wire [BIT_WIDTH-1:0] nextCount, mux4Out;
    wire [3:0] clOut;
    Counter #(BIT_WIDTH) counter (down, currCount, nextCount);
    CombinationalLogic #(BIT_WIDTH) cl(down, emgLoad, isZero, clOut); 
    Mux4 #(BIT_WIDTH) mux4(currCount, loadIn, nextCount, loadIn, clOut, mux4Out);
    DFF #(BIT_WIDTH, 1'b0) countRegister (clk, mux4Out, currCount);
    EqualTo #(BIT_WIDTH) equalToZero (currCount, ZERO, isZero);
endmodule
module TimeOfDayInHoursToBoolean_CL (hoursIn, boolOut);
  input [4:0] hoursIn;
  output boolOut;
  assign boolOut =
      (~hoursIn[4] & hoursIn[2] & hoursIn[1])
      | (hoursIn[3])
      | (hoursIn[4] & ~hoursIn[2]);
endmodule  
module TrafficMode (clk, rst, dayNightSignal, pedSignal, emgSignal, currentState);
    input clk, rst;
    input dayNightSignal, pedSignal, emgSignal;
    output [1:0] currentState;
    wire [1:0] nextState;
    wire [1:0] nextTrafficMode;
    wire [1:0] resetState = 2'b00;
    assign nextState = {{pedSignal | emgSignal}, 
                        {(~dayNightSignal & ~pedSignal) | emgSignal}};
    Mux2 #(2) inputMux(resetState, nextState, {rst, ~rst}, nextTrafficMode);
    DFF #(2, 2'b00) trafficMode(clk, nextTrafficMode, currentState);
endmodule
### flow/run.sh
#!/bin/bash
# OpenROAD 26Q1-2900-gdf79404cd8, Yosys 0.63+post, stock flow scripts
make -C /OpenROAD-flow-scripts/flow DESIGN_CONFIG=/design/flow/config.mk WORK_HOME=/design/flow/orfs finish
==> ci_impl_report.md <==
### Metrics collected by this job

| Metric | Value |
|---|---|
| Peak supply drop | `372 uV` |
| Total negative slack | `0 ns` |
| 1st-iter DRT viols | `67` |
| Area reported by Yosys stat | `3530 um2` |
| Overall routing resource usage | `0.196` |
| Post-synth EDFFs | `4` |
| Endpoints left unconstrained | `12` |
| Max Cap Viol | `0` |
| Util after Layout | `0.666` |
| Floorplan utilization | `0.519` |
| P_leak | `0.00213 uW` |
| Post-Synthesis Cell Area | `3530 um2` |
| Remaining DRCs | `0` |
| PD cells | `287 nW/um2` |
| Initial antenna violation count | `0` |
| RR Startpoint | `TimerModule.countRegister.out[0]` |
| Area delta synth->final | `28.3%` |
| Post-synth top flop | `dfxtp_1` |
| Worst-path fanout max | `2` |
| RSZ-0062 raised after global routing | `no` |
| Register pins left without a clock | `12` |
| Most numerous logic cells after layout | `95 x clkdlybuf4s50_1, 65 x nor2b_1, 60 x ha_1` |
| Ant diodes | `0` |
| Status | `finished, final reports clean` |
| Tightest slew margin relative to the limit | `0.564` |
| HPWL Detailed | `5.80 mm` |
| First-pass GRT wire length | `11.8 mm` |
| DR WL/cell | `11.3 um` |
| Warnings, synthesis | `5` |
| CP peak stage delay | `0.41 ns` |
| H-Tree Level Count | `1` |
| Family with the most delay on the worst path | `buffers and inverters` |
| Fin area | `4530 um2` |
| Setup-failing EPs final | `0` |
| Pin count of the biggest net entering global routing | `19` |
| Detailed-route wire length | `6.85 mm` |
| Die Wd | `86.0 um` |
| Vias in the first global route | `2,786` |
| Hold buffer count at cts | `0` |
| Die area | `7390 um2` |
| Layout cells sized above 1 | `0.0469` |
| Setup crit end kind | `output pin` |
| Fmax | `371 MHz` |
| GRT overflow | `0` |
| Yosys cell count | `430` |
| CP Cell Sequence | `clkdlybuf4s50_1 > o21ai_0 > o21ai_0 > a22o_1 > clkdlybuf4s50_1` |
| Max clock buf depth | `2` |
| Remaining antenna violation count after routing | `0` |
| Worst Path Buf+Inv | `2` |
| Min-delay src | `TimerModule.countRegister.out[0]` |
| Slowest CP cell | `clkdlybuf4s50_1` |
| Via Count | `3,111` |
| Hold Path Class | `register to register` |
| Post-synth seq share | `0.131` |
| Setup bufs post-CTS | `0` |
| Post-synth ARST share | `0` |
| Worst Skew | `0.00347 ns` |
| First-pass detailed-route iteration total | `5` |
| Vias/cell | `5.12` |
| Reg2reg setup slack | `1.80 ns` |
| Die y size | `86.0 um` |
| Placed instance area | `4480 um2` |
| # fillers | `581` |
| Placer Congestion | `0.863` |
| CTS Root Cell | `clkbuf_8` |
| Dominant logic cell type in the layout | `clkdlybuf4s50_1` |
| Period minus WS final | `2.70 ns` |
| CTS buffer count | `3` |
| Cell Type Count | `57` |
| Number of OpenROAD warnings | `27` |
| Port Buf Inserts | `95` |
| Final slew viol count | `0` |
| Clock transition at the registers of the reported paths | `0.04 ns` |
| Crit start category | `input port` |
| Endpoints failing hold | `0` |
| Worst path arrival time | `2.02 ns` |
| Post-Synthesis Cells | `430` |
| CTS tree | `built` |
| Total power | `1300 uW` |
| CORE AREA | `6790 um2` |
| Worst EP required | `2.72 ns` |
| Worst slew pin tran | `0.653 ns` |
| Post-CTS sizing | `0` |
| Avg Cell Area, Syn | `8.20 um2` |
| Row count | `30` |
| IO Pins | `97` |
| Crit Path Class | `input port to output pin` |
| Clk latency of the worst-skew pair | `0.23 ns` |
| Critical path origin | `emgLane[4]` |
| Fin crit share | `0.794` |
| Seq cells post-synth | `21` |
## final timing paths
kind	to	depth (start not counted)
max	trafficLightOutput[5]	5
min	TimerModule.countRegister.out[0]	1
max reg2reg	TimerModule.countRegister.out[0]	7
min reg2reg	TimerModule.countRegister.out[0]	1
## routing by layer
layer | vias up | track usage | share of wire
li1 | 1686 | - | -
met5 | - | 0 | 0
met3 | 0 | 0.0508 | 0.083
met4 | 0 | 0.00606 | 0
met2 | 74 | 0.315 | 0.41
met1 | 1351 | 0.284 | 0.50
## logic make-up after synthesis
logic type               share of synthesized area
adder cells (fa/ha/maj)                      0.236
XOR/XNOR                                    0.0596
AND/OR/NAND/NOR                              0.236
multiplexers                                0.0571
AND-OR/OR-AND                                0.206
flip-flops                                   0.131
buffers and inverters                       0.0752
## synth_stat cells, types with 3 or more instances
| master | number | area, um2 |
|---|---|---|
| o211ai_1 | 5 | 37.5 |
| fa_1 | 4 | 80.1 |
| dfxtp_1 | 17 | 340 |
| a31oi_1 | 4 | 25.0 |
| nand4_1 | 6 | 37.5 |
| nand3_1 | 10 | 50.1 |
| xor2_1 | 10 | 87.6 |
| nand2_1 | 12 | 45.0 |
| o21ai_0 | 22 | 110 |
| nor2b_1 | 65 | 407 |
| edfxtp_1 | 4 | 120 |
| a211oi_2 | 4 | 50.1 |
| nor2_1 | 14 | 52.6 |
| xnor2_1 | 14 | 123 |
| o21bai_1 | 3 | 22.5 |
| nor3_1 | 6 | 30.0 |
| a21o_1 | 12 | 90.1 |
| ha_1 | 60 | 751 |
| mux2i_1 | 16 | 160 |
| inv_1 | 37 | 139 |
| o21a_1 | 4 | 30.0 |
| nand2b_1 | 12 | 75.1 |
| buf_4 | 8 | 60.1 |
| a22o_1 | 8 | 70.1 |
| clkbuf_1 | 4 | 15.0 |
| a21oi_1 | 25 | 125 |
| buf_6 | 3 | 33.8 |
## power breakdown
group / leakage, uW / switching [uW] / total (uW) / internal [uW]
combinational: 0.00192 / 457 / 953 / 496
sequential: 0.000186 / 46.8 / 222 / 175
clock: 0.0000255 / 43.6 / 124 / 80.0
## metrics by stage
stage,hold WS (ns),worst slack [ns],std cells
floorplan,0.459,1.64,430
global placement,0.484,0.725,604
detailed placement,0.494,0.694,604
CTS,0.506,0.693,608
global route,0.549,0.567,608
finish,0.497,0.701,608
## cell type report
class	count	area, um2	share of cell area
Inverter	38	148	0.0326
Timing Repair Buffer	95	951	0.210
Clock buffer	3	41.3	0.00912
Tap cell	96	120	0.0265
Clock inverter	1	5.00	0.00111
Sequential cell	21	460	0.102
Multi-Input combinational cell	354	2800	0.619
## worst register-to-register path, delay by kind of cell, from the launching register on
family          cells  cell delay, ns
compound gates      2            0.20
fa+ha+maj           1            0.19
buf+inv             2            0.20
flops               1            0.34
simple gates        2            0.60
Power figures rest on the tool's default switching activity, not on a simulated workload.
